===== /design/flow/config.mk =====
export PLATFORM = sky130hd
export DESIGN_NAME = memory_system
export DESIGN_NICKNAME = memory_system
export VERILOG_FILES = /design/flow/design.v
export SDC_FILE = /design/flow/constraint.sdc
export NUM_CORES = 4
export LEC_CHECK = 1
export CORE_AREA = 10 10 96 96
export DIE_AREA = 0 0 106 106

===== /design/flow/constraint.sdc =====
current_design memory_system

set clk_period 2.0
set clk_io_pct 0.2

create_clock -name clk0 -period $clk_period

set non_clock_inputs [all_inputs -no_clocks]
set_input_delay [expr $clk_period * $clk_io_pct] -clock clk0 $non_clock_inputs
set_output_delay [expr $clk_period * $clk_io_pct] -clock clk0 [all_outputs]

===== /design/flow/design.v =====
module byte_memory(
    input [7:0] data,  
    input store,    
    output reg  [7:0] memory,  
    output [7:0] memory_n  
);
    always @ (data or store) begin
        if (store)
            memory <= data;
    end
    assign memory_n = ~memory;
endmodule
module demux(
    input [7:0] data,
    input [1:0] sel,
    output reg [7:0] A,
    output reg [7:0] B,
    output reg [7:0] C,
    output reg [7:0] D
);
    always @(*) begin
        case(sel)
            2'b00: {D, C, B, A} <= {8'b0, 8'b0, 8'b0, data}; 
            2'b01: {D, C, B, A} <= {8'b0, 8'b0, data, 8'b0};
            2'b10: {D, C, B, A} <= {8'b0, data, 8'b0, 8'b0};
            2'b11: {D, C, B, A} <= {data, 8'b0, 8'b0, 8'b0};
        endcase
    end
endmodule
module memory_system(
    input  wire [7:0] data,
    input  wire       store,
    input  wire [1:0] addr,
    output wire [7:0] memory
);
    wire [7:0] d0, d1, d2, d3;
    wire s0, s1, s2, s3;
    wire [7:0] q0, q1, q2, q3;
    demux u_demux_data_lo (
        .data (data[3:0]),
        .sel  (addr),
        .A    (d0[3:0]),
        .B    (d1[3:0]),
        .C    (d2[3:0]),
        .D    (d3[3:0])
    );
    demux u_demux_data_hi (
        .data (data[7:4]),
        .sel  (addr),
        .A    (d0[7:4]),
        .B    (d1[7:4]),
        .C    (d2[7:4]),
        .D    (d3[7:4])
    );
    wire [3:0] sA, sB, sC, sD;
    demux u_demux_store (
        .data ({3'b000, store}),
        .sel  (addr),
        .A    (sA),
        .B    (sB),
        .C    (sC),
        .D    (sD)
    );
    assign s0 = sA[0];
    assign s1 = sB[0];
    assign s2 = sC[0];
    assign s3 = sD[0];
    byte_memory u_mem0 (.data(d0), .store(s0), .memory(q0), .memory_n());
    byte_memory u_mem1 (.data(d1), .store(s1), .memory(q1), .memory_n());
    byte_memory u_mem2 (.data(d2), .store(s2), .memory(q2), .memory_n());
    byte_memory u_mem3 (.data(d3), .store(s3), .memory(q3), .memory_n());
    assign memory = (addr == 2'b00) ? q0 :
                    (addr == 2'b01) ? q1 :
                    (addr == 2'b10) ? q2 : q3;
endmodule

===== /design/flow/run.sh =====
#!/bin/bash
# OpenROAD 26Q1-2900-gdf79404cd8, Yosys 0.63+post, stock flow scripts
make -C /OpenROAD-flow-scripts/flow DESIGN_CONFIG=/design/flow/config.mk WORK_HOME=/design/flow/orfs finish

==> run_summary.xml <==
<?xml version="1.0" encoding="UTF-8"?>
<metrics>
  <group name="route">
    <metric name="route.final.wire_length" unit="mm">2.26</metric>
    <metric name="drt_first_pass_iters" unit="">3</metric>
    <metric name="route.antenna.remaining_nets" unit="">0</metric>
    <metric name="drt-vias-per-instance" unit="">3.37</metric>
    <metric name="avgRoutedWirePerCell" unit="um">10.7</metric>
    <metric name="detailroute.via_count" unit="">711</metric>
    <metric name="drt-initial-drc-count" unit="">36</metric>
    <metric name="post-route-drc-count" unit="">0</metric>
    <metric name="antenna-diode-count" unit="">0</metric>
  </group>
  <group name="sta">
    <metric name="timing.final.hold_violations" unit="">0</metric>
    <metric name="timing.final.crit_period" unit="ns">1.97</metric>
    <metric name="final_setup_violations" unit="">0</metric>
    <metric name="rsz0062_at_grt" unit="">yes</metric>
    <metric name="timing_worst_slew_pin_value" unit="ns">0.522</metric>
    <metric name="max-slew-margin-rel" unit="%">65.2</metric>
    <metric name="drv_slew" unit="">0</metric>
    <metric name="achievable-frequency" unit="MHz">507</metric>
    <metric name="untimed_endpoints" unit="">32</metric>
    <metric name="unclocked_regs" unit="">32</metric>
    <metric name="finalCritPeriodShare" unit="%">98.7</metric>
  </group>
  <group name="worst_setup_path">
    <metric name="timing.critical_path.fanout_max" unit="">7</metric>
    <metric name="timing.critical_path.arrival" unit="ns">1.57</metric>
    <metric name="path_class" unit="">in -&gt; out</metric>
    <metric name="worst_setup_path_end_kind" unit="">primary output</metric>
    <metric name="crit_path_start_kind" unit="">input pin</metric>
    <metric name="critPathRequiredTime" unit="ns">1.60</metric>
  </group>
  <group name="placed_design">
    <metric name="postPlaceCellArea" unit="sq um">1370</metric>
    <metric name="io_buffers" unit="">19</metric>
    <metric name="post-dp-hpwl" unit="mm">1.66</metric>
    <metric name="post_place_cells" unit="">204</metric>
    <metric name="routabilityCongestion" unit="">0.695</metric>
  </group>
  <group name="global_routing">
    <metric name="most_heavily_used_metal_layer_in_global_routing" unit="">met2</metric>
    <metric name="via_count_of_the_first_global_routing_pass" unit="">701</metric>
    <metric name="grt_overflow" unit="">0</metric>
    <metric name="grt_first_pass_wirelength" unit="mm">3.64</metric>
    <metric name="largest_net_degree_at_the_start_of_global_routing" unit="">13</metric>
    <metric name="global_route.usage.met2" unit="%">7.24</metric>
    <metric name="initial_antenna_violation_count" unit="">0</metric>
    <metric name="grt.met1_usage" unit="%">4.95</metric>
    <metric name="gr-usage-all-layers" unit="%">3.89</metric>
    <metric name="groute.layer.met3.usage" unit="%">0.550</metric>
  </group>
  <group name="power">
    <metric name="static-leakage-power" unit="nW">0.727</metric>
    <metric name="internal_power" unit="mW">0.107</metric>
    <metric name="power-per-cell-area" unit="nW/um^2">110</metric>
    <metric name="share_seq_of_total_power" unit="%">16.2</metric>
    <metric name="clock_power_share" unit="%">0</metric>
    <metric name="worst_ir_drop_vdd" unit="mV">0.0244</metric>
    <metric name="net-switching-power" unit="mW">0.0511</metric>
    <metric name="combPwrFrac" unit="%">83.8</metric>
    <metric name="swShare" unit="%">32.3</metric>
  </group>
  <group name="finish">
    <metric name="area_growth_syn_to_layout" unit="%">40.3</metric>
    <metric name="final_cell_area" unit="sq um">1440</metric>
    <metric name="finish.utilization" unit="%">20.0</metric>
    <metric name="layout_top_cells_excl_fill_tap" unit="">dlxtp_1, and3b_1, buf_4</metric>
    <metric name="lay_top_count" unit="">dlxtp_1</metric>
    <metric name="drive_gt1_share" unit="%">17.9</metric>
    <metric name="finish.cell_count_without_fillers" unit="">211</metric>
  </group>
  <group name="logic_synthesis">
    <metric name="synth-cells-yosys" unit="">86</metric>
    <metric name="post_synth_xor_area_fraction" unit="%">0</metric>
    <metric name="synth_cell_type_count" unit="">10</metric>
    <metric name="yosys.area_share.simple" unit="%">27.4</metric>
    <metric name="yosysChipArea" unit="sq um">1030</metric>
    <metric name="ys_sh_aoi" unit="%">0</metric>
    <metric name="ys_sh_adder" unit="%">0</metric>
    <metric name="ys_seq_elements" unit="">32</metric>
    <metric name="topCombFamilyByArea" unit="">simple AND/OR/NAND/NOR gates</metric>
    <metric name="synthesis.instances" unit="">86</metric>
    <metric name="muxShareOfSynthArea" unit="%">20.1</metric>
    <metric name="syn-cell-area" unit="sq um">1030</metric>
    <metric name="post_synthesis_mean_instance_area" unit="sq um">12.0</metric>
    <metric name="ys.warnings.count" unit="">17</metric>
  </group>
  <group name="floorplan">
    <metric name="fp-utilization" unit="%">14.3</metric>
    <metric name="fp.dieH" unit="um">106</metric>
    <metric name="chipWidth" unit="um">106</metric>
    <metric name="core" unit="sq um">7210</metric>
    <metric name="rows" unit="">31</metric>
    <metric name="die_area" unit="sq um">11200</metric>
    <metric name="design.portCount" unit="">19</metric>
  </group>
  <group name="run">
    <metric name="max_cap_viol_count" unit="">0</metric>
    <metric name="warning_count" unit="">33</metric>
  </group>
  <group name="min_path">
    <metric name="hold_path.class" unit="">in -&gt; out</metric>
  </group>
  <group name="clocking">
    <metric name="post_cts_hold_buffer_count" unit="">0</metric>
  </group>
  <group name="status">
    <metric name="run_status" unit="">finished clean</metric>
  </group>
</metrics>
[kinds of logic (layout without fill, tap and decap cells)]
| logic type | after synthesis | in the layout |
|---|---|---|
| and+or+nand+nor | 36 | 36 |
| latches | 32 | 32 |
| buffers and inverters | 10 | 36 |
| muxes | 8 | 8 |
[cells in the mapped netlist (all sizes together)]
master	count	area share [%]
clkbuf	5	1.8
buf	5	4.0
and3b	18	15
mux4	8	20
and3	9	5.5
dlxtp	32	47
nor3b	9	6.6
[cell type report]
class / count / area, sq um
Sequential cell: 32 / 480
Timing Repair Buffer: 36 / 354
Tap cell: 99 / 124
Multi-Input combinational cell: 44 / 484
Fill cell: 787 / 5770
[critical path, stage by stage]
cell	delay, ns
buf_4	0.11
buf_12	0.12
mux4_1	0.53
clkdlybuf4s50_1	0.42
[timing repair]
action	in CTS	in global routing
gates resized	13	1
setup buffers	5	0
hold endpoints to repair	0	0
endpoints found under the setup margin	8	4
pin swaps	0	0
gates cloned	2	0
[worst paths after layout]
kind	startpoint	to	slack, ns	cells after the start
setup / recovery	addr[0]	memory[7]	0.03	4
hold / removal	addr[0]	memory[1]	1.31	4
[registers in the layout, summed over array words and instances, names as in the netlist]
register,flops
u_mem1.memory,8
u_mem3.memory,8
u_mem2.memory,8
u_mem0.memory,8
[power by group through the flow]
stage	combinational [mW]	sequential, mW	clock [mW]
CTS	0.135	0.0256	0
global route	0.145	0.0259	0
finish	0.133	0.0256	0
[metal layers]
metal	vias to the layer above	part of all wire, %
li1	368	-
met1	333	48
met5	-	0
met4	0	0
met2	10	49
met3	0	3.1
[per-stage QoR]
step | hold WS (ns) | setup slack [ns] | power, mW | setup TNS [ns]
global route | 1.36 | -0.0400 | 0.171 | -0.103
finish | 1.31 | 0.0264 | 0.158 | 0
global placement | 2.04 | -0.515 | 0.142 | -3.80
detailed placement | 2.03 | -0.516 | 0.143 | -3.78
CTS | 1.46 | 0.0107 | 0.161 | 0
floorplan | 1.05 | 0.523 | 0.0862 | 0
No activity file was given, so power comes from the tool's default toggle rates.
