[design/flow/design.v]
module full_adder(
    input A, B, Cin,
    output Y, Cout
);
    assign Y = A ^ B ^ Cin;
    assign Cout = (B & Cin) | (A & B) | (A & Cin);
endmodule
module half_sub (
input wire A,
input wire B,
output wire Diff,
output wire Borrow
);
assign Diff = A ^ B;
assign Borrow = (~A) & B;
endmodule
module ones_compliment(
 input wire [3:0] A,
 input wire [3:0] B,
 output wire [3:0] S
);
     wire [3:0] sum;
     wire [4:0] c;  
     wire [2:0] c2;
    assign c[0] = 1'b0;	 
    full_adder fa0 (.A(A[0]), .B(B[0]), .Cin(c[0]), .Y(sum[0]), .Cout(c[1]));
    full_adder fa1 (.A(A[1]), .B(B[1]), .Cin(c[1]), .Y(sum[1]), .Cout(c[2]));
    full_adder fa2 (.A(A[2]), .B(B[2]), .Cin(c[2]), .Y(sum[2]), .Cout(c[3]));
    full_adder fa3 (.A(A[3]), .B(B[3]), .Cin(c[3]), .Y(sum[3]), .Cout(c[4]));
    full_adder fa0c(.A(sum[0]), .B(1'b0), .Cin(c[4]), .Y(S[0]), .Cout(c2[0]));
    full_adder fa1c(.A(sum[1]), .B(1'b0), .Cin(c2[0]), .Y(S[1]), .Cout(c2[1]));
    full_adder fa2c(.A(sum[2]), .B(1'b0), .Cin(c2[1]), .Y(S[2]), .Cout(c2[2]));
    full_adder fa3c(.A(sum[3]), .B(1'b0), .Cin(c2[2]), .Y(S[3]));
endmodule
module top(
    input [9:0] sw,
    output [13:0] led
);
	half_sub HS(
		.A(sw[0]),
		.B(sw[1]),
		.Diff(led[0]),
		.Borrow(led[1])
	);
	wire [3:0] A = { sw[5], sw[4], sw[3], sw[2] };
	wire [3:0] B = { sw[9], sw[8], sw[7], sw[6] };
	wire [3:0] S;
	ones_compliment ones (.A(A), .B(B), .S(S));
	assign led[5:2] = S;
	twos_compliment twos_converter (.sw(sw), .led(led));        
endmodule
module twos_compliment (
    input  wire [9:0]  sw,
    output wire [13:0] led
);
    wire [7:0] X  = sw[9:2];
    wire [7:0] NX = ~X;           
    wire [7:0] S;                 
    wire [8:0] c;                 
    assign c[0] = 1'b1;           
    full_adder fa0 (.A(1'b0), .B(NX[0]), .Cin(c[0]), .Y(S[0]), .Cout(c[1]));
    full_adder fa1 (.A(1'b0), .B(NX[1]), .Cin(c[1]), .Y(S[1]), .Cout(c[2]));
    full_adder fa2 (.A(1'b0), .B(NX[2]), .Cin(c[2]), .Y(S[2]), .Cout(c[3]));
    full_adder fa3 (.A(1'b0), .B(NX[3]), .Cin(c[3]), .Y(S[3]), .Cout(c[4]));
    full_adder fa4 (.A(1'b0), .B(NX[4]), .Cin(c[4]), .Y(S[4]), .Cout(c[5]));
    full_adder fa5 (.A(1'b0), .B(NX[5]), .Cin(c[5]), .Y(S[5]), .Cout(c[6]));
    full_adder fa6 (.A(1'b0), .B(NX[6]), .Cin(c[6]), .Y(S[6]), .Cout(c[7]));
    full_adder fa7 (.A(1'b0), .B(NX[7]), .Cin(c[7]), .Y(S[7]), .Cout(c[8]));
    assign led[13:6] = S;
endmodule
[design/flow/constraint.sdc]
current_design top

set clk_period 1.8
set clk_io_pct 0.2

create_clock -name clk0 -period $clk_period

set non_clock_inputs [all_inputs -no_clocks]
set_input_delay [expr $clk_period * $clk_io_pct] -clock clk0 $non_clock_inputs
set_output_delay [expr $clk_period * $clk_io_pct] -clock clk0 [all_outputs]
[design/flow/run.sh]
#!/bin/bash
# OpenROAD 26Q1-2900-gdf79404cd8, Yosys 0.63+post, stock flow scripts
make -C /OpenROAD-flow-scripts/flow DESIGN_CONFIG=/design/flow/config.mk WORK_HOME=/design/flow/orfs finish
[design/flow/config.mk]
export PLATFORM = sky130hd
export DESIGN_NAME = top
export DESIGN_NICKNAME = top
export VERILOG_FILES = /design/flow/design.v
export SDC_FILE = /design/flow/constraint.sdc
export NUM_CORES = 4
export LEC_CHECK = 1
export CORE_AREA = 10 10 70 70
export DIE_AREA = 0 0 80 80
==> flow_metrics.tcl <==
# metrics dict for downstream scripts
set metrics [dict create \
    drt-initial-drc-count 0 \
    cap_viol_max_count 0 \
    coreArea_sq_mm 0.003416 \
    grt_pass1_wl_um 1352 \
    post-route-period-util_pct 148.1 \
    area_growth_pct 103.1 \
    drc 0 \
    dr.pass1.iters 1 \
    cp_max_fo 2 \
    seq_area_frac_synth_pct 0 \
    nFillCells 369 \
    ys_types 6 \
    warning_count 35 \
    violations "setup timing" \
    relSlewSlack_pct 90.47 \
    critPathCaptureType "output port" \
    criticalPathCategory "in -> out" \
    die_x_um 80 \
    drive_above_1_share_pct 62.50 \
    totalWireLength_um 916 \
    routed_via_density 2.549 \
    syn_area_sq_um 365.4 \
    synth.largest_area_cell "ha_1" \
    drv_slew 0 \
    dpl.cell_count 100 \
    wl_per_cell_um 8.980 \
    io_buffer_count 24 \
    hold_path.class "in -> out" \
    p_leak_uw 0.0003343 \
    layout_min_cycle_time_ns 2.666 \
    cp-start-kind "primary input" \
    ys_warn_count 0 \
    fp.dieH_um 80 \
    top_area_share_pct 37.67 \
    holdPathStages 4 \
    min_to "led[10]" \
    cts_hold_buf 0 \
    rsz0062_at_grt "yes" \
    hold_viol 0 \
    cp.required_ns 1.44 \
    boundaryPins 24 \
    worstMarginPinSlew_ns 0.1429 \
    topCellsByArea "ha_1 (38%), buf_4 (29%), fa_1 (16%)" \
    dp_hpwl_um 875.9 \
    avgSynthCellArea_sq_um 8.699 \
    clkbuf_count 0 \
    ys_area_sq_um 365.4 \
    chip_area_sq_mm 0.006400 \
    setup_viol 7 \
    vias 260 \
    grt_pass1_vias 267 \
    place_ws_ns -1.732 \
    synthCells 42 \
    min_from "sw[6]" \
    regArea_sq_um 0 \
    power_uw 193.1 \
    num_rows 21 \
    cp.arrival_ns 2.31 \
    setup_ws_ns -0.8657 \
    diodes 0 \
    outcome "finished, violations left" \
    gr-total-overflow 0 \
    fmax_ghz 0.3751 \
    ff_count 0 \
    ys_cells 42 \
    peakVddDrop_mv 0.09219 \
    logic_area_sq_um 355.3 \
    grt_use_total_pct 2.646 \
    fin_cells 102 \
    grt_max_degree 3 \
    antenna_left 0 \
    gp_congestion 0.7324 \
    fp_util_pct 10.70 \
    antenna_found_initial 0 \
    power_density_mw_per_mm2 260.3 \
]
==> repair_timing <==
| action | CTS | global route |
|---|---|---|
| pin swaps | 10 | 7 |
| resized | 59 | 4 |
| buffers inserted | 2 | 0 |
| gates cloned | 0 | 0 |
| endpoints found under the setup margin | 13 | 9 |
==> where the power goes <==
| group | internal (uW) | switching [uW] |
|---|---|---|
| logic | 129 | 63.7 |
| clock network | 0 | 0 |
| registers | 0 | 0 |
| total | 129 | 63.7 |
==> synth_stat cells <==
cell type / n
ha_1: 11
xnor2_1: 1
xor2_1: 1
buf_4: 14
fa_1: 3
inv_1: 12
==> worst max-delay path by stage <==
stage / slack, ns / startpoint / endpoint / cells after the start
CTS: -0.92 / sw[6] / led[5] / 12
global route: -0.94 / sw[6] / led[5] / 12
finish: -0.87 / sw[6] / led[5] / 12
==> critical path, stage by stage <==
cell and delay (ns):
buf_8 0.10, ha_4 0.14, inv_2 0.05, fa_2 0.19
inv_2 0.04, fa_2 0.35, fa_2 0.36, ha_4 0.17
ha_4 0.16, ha_4 0.15, xor2_1 0.12, buf_2 0.11
==> layout by cell type (no fill, tap or decap), drive strengths merged <==
| cell | n |
|---|---|
| dlymetal6s2s | 2 |
| buf | 16 |
| dlygate4sd2 | 3 |
| fa | 3 |
| clkdlybuf4s50 | 6 |
| inv | 12 |
| xnor2 | 1 |
| xor2 | 1 |
| ha | 11 |
| clkdlybuf4s15 | 1 |
==> cell type report <==
type	instances	area share [%]
Timing Repair Buffer	28	36.26
Inverter	12	8.094
Multi-Input combinational cell	16	47.89
Tap cell	46	7.757
==> per-stage QoR <==
step,hold WS [ns],TNS [ns],util (%),instance area [sq um]
after floorplan,0.7864,-2.193,-,528.0
after global placement,1.705,-11.87,21.10,720.7
after detailed placement,1.700,-12.00,21.10,720.7
after CTS,1.125,-3.632,21.17,723.2
after global routing,1.124,-3.742,21.72,742.0
final,1.103,-3.369,21.72,742.0
==> cell families after synthesis <==
logic type,count (synthesis),share of synthesized area (%)
buf+inv,26,41.09
fa+ha+maj,14,54.11
xor+xnor,2,4.795
==> layer usage <==
layer,vias up,share of wire (%),track usage (%)
met1,104,42,3.278
met5,-,0,0
li1,139,-,-
met4,0,0,0
met2,17,38,3.933
met3,0,20,1.818
Power figures rest on the tool's default switching activity, not on a simulated workload.
